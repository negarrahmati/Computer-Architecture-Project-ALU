File: flow/design.v
module ICache(address,data_out);
	parameter WIDTH = 32;
	parameter SIZE = 108;
	parameter WIDTH_ADD = 32;
	parameter BYTE = 8;
	input [WIDTH_ADD-1:0] address;
	output [WIDTH-1:0] data_out;
	reg [BYTE-1:0] mem [SIZE-1:0];
	assign	data_out = {{mem[address+3]},{mem[address+2]},{mem[address+1]},{mem[address]}};
	initial 
	begin
		mem[3][BYTE-1:0] = 8'b11100000;
		mem[2][BYTE-1:0] = 8'b00100001;
		mem[1][BYTE-1:0] = 8'b00000000;
		mem[0][BYTE-1:0] = 8'b00000100;
		mem[7][BYTE-1:0] = 8'b11100000;
		mem[6][BYTE-1:0] = 8'b01000010;
		mem[5][BYTE-1:0] = 8'b00000000;
		mem[4][BYTE-1:0] = 8'b00000101;
		mem[11][BYTE-1:0] = 8'b00000000;
		mem[10][BYTE-1:0] = 8'b00100010;
		mem[9][BYTE-1:0] = 8'b10101000;
		mem[8][BYTE-1:0] = 8'b00000000;
		mem[15][BYTE-1:0] = 8'b00000000;
		mem[14][BYTE-1:0] = 8'b00100010;
		mem[13][BYTE-1:0] = 8'b10110000;
		mem[12][BYTE-1:0] = 8'b00000001;
		mem[19][BYTE-1:0] = 8'b11101000;
		mem[18][BYTE-1:0] = 8'b00010101;
		mem[17][BYTE-1:0] = 8'b00000000;
		mem[16][BYTE-1:0] = 8'b00000000;
		mem[23][BYTE-1:0] = 8'b11101000;
		mem[22][BYTE-1:0] = 8'b00110110;
		mem[21][BYTE-1:0] = 8'b00000000;
		mem[20][BYTE-1:0] = 8'b00000000;
		mem[27][BYTE-1:0] = 8'b11100100;
		mem[26][BYTE-1:0] = 8'b00010111;
		mem[25][BYTE-1:0] = 8'b00000000;
		mem[24][BYTE-1:0] = 8'b00000000;
		mem[31][BYTE-1:0] = 8'b00000010;
		mem[30][BYTE-1:0] = 8'b11100000;
		mem[29][BYTE-1:0] = 8'b10111000;
		mem[28][BYTE-1:0] = 8'b10001100;
		mem[35][BYTE-1:0] = 8'b11101000;
		mem[34][BYTE-1:0] = 8'b00110111;
		mem[33][BYTE-1:0] = 8'b00000000;
		mem[32][BYTE-1:0] = 8'b00000100;
		mem[39][BYTE-1:0] = 8'b00000010;
		mem[38][BYTE-1:0] = 8'b11100000;
		mem[37][BYTE-1:0] = 8'b10111001;
		mem[36][BYTE-1:0] = 8'b00001101;
		mem[43][BYTE-1:0] = 8'b11101000;
		mem[42][BYTE-1:0] = 8'b00110111;
		mem[41][BYTE-1:0] = 8'b00000000;
		mem[40][BYTE-1:0] = 8'b00001000;
		mem[47][BYTE-1:0] = 8'b11100000;
		mem[46][BYTE-1:0] = 8'b01100011;
		mem[45][BYTE-1:0] = 8'b00000000;
		mem[44][BYTE-1:0] = 8'b00100010;
		mem[51][BYTE-1:0] = 8'b11100000;
		mem[50][BYTE-1:0] = 8'b10000100;
		mem[49][BYTE-1:0] = 8'b00000000;
		mem[48][BYTE-1:0] = 8'b00101101;
		mem[55][BYTE-1:0] = 8'b11001100;
		mem[54][BYTE-1:0] = 8'b10000011;
		mem[53][BYTE-1:0] = 8'b00000000;
		mem[52][BYTE-1:0] = 8'b00000010;
		mem[59][BYTE-1:0] = 8'b11101000;
		mem[58][BYTE-1:0] = 8'b00100011;
		mem[57][BYTE-1:0] = 8'b00000000;
		mem[56][BYTE-1:0] = 8'b00001100;
		mem[63][BYTE-1:0] = 8'b10000000;
		mem[62][BYTE-1:0] = 8'b00000000;
		mem[61][BYTE-1:0] = 8'b00000000;
		mem[60][BYTE-1:0] = 8'b00010001;
		mem[67][BYTE-1:0] = 8'b11101000;
		mem[66][BYTE-1:0] = 8'b00100100;
		mem[65][BYTE-1:0] = 8'b00000000;
		mem[64][BYTE-1:0] = 8'b00001100;
		mem[71][BYTE-1:0] = 8'b11010000;
		mem[70][BYTE-1:0] = 8'b01100100;
		mem[69][BYTE-1:0] = 8'b00000000;
		mem[68][BYTE-1:0] = 8'b00000010;
		mem[75][BYTE-1:0] = 8'b11101000;
		mem[74][BYTE-1:0] = 8'b00100011;
		mem[73][BYTE-1:0] = 8'b00000000;
		mem[72][BYTE-1:0] = 8'b00010000;
		mem[79][BYTE-1:0] = 8'b10000000;
		mem[78][BYTE-1:0] = 8'b00000000;
		mem[77][BYTE-1:0] = 8'b00000000;
		mem[76][BYTE-1:0] = 8'b00010101;
		mem[83][BYTE-1:0] = 8'b11101000;
		mem[82][BYTE-1:0] = 8'b00100100;
		mem[81][BYTE-1:0] = 8'b00000000;
		mem[80][BYTE-1:0] = 8'b00010000;
		mem[87][BYTE-1:0] = 8'b10000100;
		mem[86][BYTE-1:0] = 8'b00000000;
		mem[85][BYTE-1:0] = 8'b00000000;
		mem[84][BYTE-1:0] = 8'b00011000;
		mem[91][BYTE-1:0] = 8'b11100000;
		mem[90][BYTE-1:0] = 8'b01100011;
		mem[89][BYTE-1:0] = 8'b00000000;
		mem[88][BYTE-1:0] = 8'b00001011;
		mem[95][BYTE-1:0] = 8'b11101000;
		mem[94][BYTE-1:0] = 8'b00100011;
		mem[93][BYTE-1:0] = 8'b00000000;
		mem[92][BYTE-1:0] = 8'b00010100;
		mem[99][BYTE-1:0] = 8'b11001100;
		mem[98][BYTE-1:0] = 8'b10000011;
		mem[97][BYTE-1:0] = 8'b00000000;
		mem[96][BYTE-1:0] = 8'b00000001;
		mem[103][BYTE-1:0] = 8'b000000_00;
		mem[102][BYTE-1:0] = 8'b000_00000;
		mem[101][BYTE-1:0] = 8'b00000000;
		mem[100][BYTE-1:0] = 8'b0000_1_000;
		mem[107][BYTE-1:0] = 8'b11111111;
		mem[106][BYTE-1:0] = 8'b11111111;
		mem[105][BYTE-1:0] = 8'b11111111;
		mem[104][BYTE-1:0] = 8'b11111111;		
	end
endmodule 
File: flow/run.sh
#!/bin/bash
# OpenROAD 26Q1-2900-gdf79404cd8, Yosys 0.63+post, stock flow scripts
make -C /OpenROAD-flow-scripts/flow DESIGN_CONFIG=/design/flow/config.mk WORK_HOME=/design/flow/orfs finish
File: flow/config.mk
export PLATFORM = sky130hd
export DESIGN_NAME = ICache
export DESIGN_NICKNAME = ICache
export VERILOG_FILES = /design/flow/design.v
export SDC_FILE = /design/flow/constraint.sdc
export NUM_CORES = 4
export LEC_CHECK = 1
export CORE_UTILIZATION = 40
File: flow/constraint.sdc
current_design ICache

set clk_period 3.6
set clk_io_pct 0.2

create_clock -name clk0 -period $clk_period

set non_clock_inputs [all_inputs -no_clocks]
set_input_delay [expr $clk_period * $clk_io_pct] -clock clk0 $non_clock_inputs
set_output_delay [expr $clk_period * $clk_io_pct] -clock clk0 [all_outputs]
==> impl_metrics.tcl <==
# flow metrics
set metrics [dict create \
    seq_power_share_pct 0 \
    pin_count 64 \
    detailedRoute.firstPassIterationCount 24 \
    chip_area_sq_um 12100 \
    grt-ovfl-total 0 \
    post_synth_inst_count 752 \
    power_switching_mw 0.687 \
    layout-drive-gt1-share_pct 41.4 \
    grt_pass1_wl_um 34700 \
    post_layout_nonfiller_instances 1125 \
    power.share.combinational_pct 100.0 \
    netlist_area_sq_um 4670 \
    fmaxAchievable_ghz 0.278 \
    die-height_um 110 \
    clkPwrFrac_pct 0 \
    maximum_number_of_pins_on_one_net_before_global_route_repair 34 \
    post_drt_via_cell_ratio 6.52 \
    via_count_of_the_first_global_routing_pass 6613 \
    final_cell_mix "buf_4 (234), nand2_1 (75), a21oi_1 (62)" \
    arrival_time_at_the_worst_endpoint_ps 2880 \
    log.warning_count 71 \
    detail-route-antenna-nets 0 \
    weighted_congestion_at_the_end_of_routability_driven_global_placement 0.965 \
    setup_viol 0 \
    grt_setup_unrepaired "yes" \
    final-hold-violation-count 0 \
    layout.sequential_cells 0 \
    dp_hpwl_um 15500 \
    finalWorstPathRequiredPeriod_ps 3600 \
    die_x_um 110 \
    yosysWarnings 1 \
    place_inst 1082 \
    io_buffers 39 \
    route.vias.total 7339 \
    area_share_of_the_largest_cell_type_after_synthesis_pct 7.60 \
    postSynthAreaPerCell_sq_um 6.22 \
    layout.cell_area.non_filler_sq_um 7830 \
    crit_path_max_fanout 15 \
    synth_cell_type_count 89 \
    num_rows 39 \
    drc 0 \
    worst_pin_slew_ps 469 \
    max-vdd-ir-drop_mv 0.0931 \
    antenna_violations_before_repair 0 \
    internal_portion_of_total_power_mw 0.692 \
    track_usage_pct 36.9 \
    largest_cells_by_area_after_synthesis "o21ai_0 (7.6%), a21oi_1 (7.2%), nand2_1 (6.6%)" \
    synthToLayoutAreaGrowth_pct 67.6 \
    worstSetupPathType "in -> out" \
    max_slew_margin_pct 68.7 \
    run_status "finished clean" \
    clock_buffers 0 \
    initialDrtViolationCount 776 \
    dpl-instance-area_sq_um 6720 \
    post-route-period-util_pct 100 \
    timing.hold.worst.class "in -> out" \
    power.total_mw 1.38 \
    powerDensity_nw_per_um2 176 \
    endpoint_kind "output port" \
    layout_setup_ws_ps 1.23 \
    cap_violations 0 \
    static_power_due_to_leakage_nw 3.24 \
    ys_cells 752 \
    filler_cell_count 865 \
    fp_util_pct 40.9 \
    seq_area_frac_synth_pct 0 \
    sequential_cell_area_sq_um 0 \
    required_ps 2880 \
    placeableCoreArea_sq_um 11400 \
    lay_top_count "buf_4" \
    preCtsSetupSlack_ps -675 \
    cts.hold.buffers_added 0 \
    startpoint_type "input pin" \
    drt-wirelength-per-cell_um 19.8 \
    finalWirelength_um 22300 \
    synth-area-yosys_sq_um 4670 \
    antennaDiodeCount 0 \
    swShare_pct 49.8 \
    number_of_slew_limit_violations_in_the_final_report 0 \
    synth_top_cell_by_area "o21ai_0" \
]
==> power groups by stage <==
stage | sequential (mW) | combinational [mW] | clock [mW]
CTS | 0 | 1.27 | 0
global route | 0 | 1.47 | 0
finish | 0 | 1.38 | 0
==> critical path, cell delays in order <==
cell             delay [ps]
buf_6                   110
buf_6                   130
ha_4                    160
buf_6                   130
buf_4                   140
nand3b_4                 90
nand2_1                 100
buf_12                  160
or3_1                   350
a31oi_1                 270
o31ai_2                 110
clkdlybuf4s50_1         410
==> cell type report <==
type,count,area [sq um],area share (%)
inverters,16,73.8,0.942
well taps,143,179,2.28
multi-input cells,640,4680,59.8
repair buffers,326,2900,37.0
==> per-stage QoR <==
stage	hold WS, ps	setup TNS, ps	utilization, %
6_report	2210	0	68.6
5_1_grt	2260	-401	68.6
4_1_cts	2280	-113	65.0
3_5_place_dp	2560	-18270	58.9
3_3_place_gp	2550	-18150	58.9
2_1_floorplan	1820	0	-
==> final timing paths <==
kind / start / end / slack, ps / cells after the start
setup / recovery: address[1] / data_out[10] / 1 / 12
hold / removal: address[4] / data_out[31] / 2210 / 6
==> cell usage after synthesis, types with 6 or more instances <==
cell type and count:
nor3_1 20, o211ai_1 15, o221ai_1 9, inv_1 9
nand2b_1 9, nor2b_1 8, buf_2 37, or3_1 6
mux2i_1 6, and3_1 6, o22ai_1 19, nor2_1 63
a2111oi_0 6, a22oi_1 9, o21ai_0 71, clkbuf_1 40
a211oi_1 14, o2111ai_1 6, nand4_1 6, buf_4 9
a31oi_1 20, a32oi_1 9, nand3_1 26, xnor2_1 11
o31ai_1 13, nand2_1 82, o21ai_1 18, ha_1 16
a21oi_1 67
==> layer usage <==
metal  GRT usage (%)  wire [um]  up-vias
li1                -          -     3332
met3            5.33       2580       86
met2            56.1       9530      516
met4            9.68        823        0
met5               0          0        -
met1            54.5       9350     3405
==> kinds of logic (layout without fill, tap and decap cells) <==
kind of cell,count (synthesis),after routing,share of synthesized area (%)
adders and majority gates,16,16,4.28
muxes,9,9,2.25
and+or+nand+nor,248,248,25.6
buffers and inverters,112,342,11.6
xor gates and xnor gates,24,24,6.99
AOI/OAI and AO/OA,343,343,49.3
==> repair_timing <==
action / 4_1_cts / 5_1_grt
endpoints found under the setup margin: 32 / 25
gates resized: 132 / 82
gates cloned: 3 / 1
setup buffers: 28 / 13
pin swaps: 38 / 39
Power and IR drop assume default switching activity.
