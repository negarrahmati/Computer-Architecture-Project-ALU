--- ./config.mk ---
export PLATFORM = sky130hd
export DESIGN_NAME = fibonacciICache
export DESIGN_NICKNAME = fibonacciICache
export VERILOG_FILES = /design/flow/design.v
export SDC_FILE = /design/flow/constraint.sdc
export NUM_CORES = 4
export LEC_CHECK = 1
export CORE_AREA = 10 10 111 111
export DIE_AREA = 0 0 121 121
--- ./constraint.sdc ---
current_design fibonacciICache

set clk_period 3.3
set clk_io_pct 0.2

create_clock -name clk0 -period $clk_period

set non_clock_inputs [all_inputs -no_clocks]
set_input_delay [expr $clk_period * $clk_io_pct] -clock clk0 $non_clock_inputs
set_output_delay [expr $clk_period * $clk_io_pct] -clock clk0 [all_outputs]
--- ./design.v ---
module fibonacciICache(address,data_out);
	parameter WIDTH = 32;
	parameter SIZE = 60;
	parameter WIDTH_ADD = 6;
	parameter BYTE = 8;
	input [WIDTH_ADD-1:0] address;
	output [WIDTH-1:0] data_out;
	reg [BYTE-1:0] mem [SIZE-1:0];
	assign	data_out = {{mem[address+3]},{mem[address+2]},{mem[address+1]},{mem[address]}};
	initial 
	begin
		mem[3][BYTE-1:0] = 8'b11100000;
mem[2][BYTE-1:0] = 8'b00100001;
mem[1][BYTE-1:0] = 8'b00000000;
mem[0][BYTE-1:0] = 8'b00000001;
mem[7][BYTE-1:0] = 8'b11101000;
mem[6][BYTE-1:0] = 8'b00000001;
mem[5][BYTE-1:0] = 8'b00000000;
mem[4][BYTE-1:0] = 8'b00000000;
mem[11][BYTE-1:0] = 8'b11100000;
mem[10][BYTE-1:0] = 8'b01000010;
mem[9][BYTE-1:0] = 8'b00000000;
mem[8][BYTE-1:0] = 8'b00000001;
mem[15][BYTE-1:0] = 8'b11101000;
mem[14][BYTE-1:0] = 8'b00000001;
mem[13][BYTE-1:0] = 8'b00000000;
mem[12][BYTE-1:0] = 8'b00000100;
mem[19][BYTE-1:0] = 8'b11100000;
mem[18][BYTE-1:0] = 8'b10000100;
mem[17][BYTE-1:0] = 8'b00000000;
mem[16][BYTE-1:0] = 8'b00000010;
mem[23][BYTE-1:0] = 8'b11100000;
mem[22][BYTE-1:0] = 8'b10100101;
mem[21][BYTE-1:0] = 8'b00000000;
mem[20][BYTE-1:0] = 8'b00000110;
mem[27][BYTE-1:0] = 8'b11001100;
mem[26][BYTE-1:0] = 8'b10100100;
mem[25][BYTE-1:0] = 8'b00000000;
mem[24][BYTE-1:0] = 8'b00000111;
mem[31][BYTE-1:0] = 8'b11100000;
mem[30][BYTE-1:0] = 8'b00100011;
mem[29][BYTE-1:0] = 8'b00000000;
mem[28][BYTE-1:0] = 8'b00000000;
mem[35][BYTE-1:0] = 8'b11100000;
mem[34][BYTE-1:0] = 8'b01000001;
mem[33][BYTE-1:0] = 8'b00000000;
mem[32][BYTE-1:0] = 8'b00000000;
mem[39][BYTE-1:0] = 8'b00000000;
mem[38][BYTE-1:0] = 8'b00100011;
mem[37][BYTE-1:0] = 8'b00010000;
mem[36][BYTE-1:0] = 8'b00000000;
mem[43][BYTE-1:0] = 8'b00000000;
mem[42][BYTE-1:0] = 8'b10000000;
mem[41][BYTE-1:0] = 8'b00000000;
mem[40][BYTE-1:0] = 8'b10001100;
mem[47][BYTE-1:0] = 8'b11101000;
mem[46][BYTE-1:0] = 8'b00000010;
mem[45][BYTE-1:0] = 8'b00000000;
mem[44][BYTE-1:0] = 8'b00000000;
mem[51][BYTE-1:0] = 8'b11100000;
mem[50][BYTE-1:0] = 8'b10000100;
mem[49][BYTE-1:0] = 8'b00000000;
mem[48][BYTE-1:0] = 8'b00000001;
mem[55][BYTE-1:0] = 8'b10000000;
mem[54][BYTE-1:0] = 8'b00000000;
mem[53][BYTE-1:0] = 8'b00000000;
mem[52][BYTE-1:0] = 8'b00000110;
mem[59][BYTE-1:0] = 8'b11111111;
mem[58][BYTE-1:0] = 8'b11111111;
mem[57][BYTE-1:0] = 8'b11111111;
mem[56][BYTE-1:0] = 8'b11111111;
	end
endmodule 
--- ./run.sh ---
#!/bin/bash
# OpenROAD 26Q1-2900-gdf79404cd8, Yosys 0.63+post, stock flow scripts
make -C /OpenROAD-flow-scripts/flow DESIGN_CONFIG=/design/flow/config.mk WORK_HOME=/design/flow/orfs finish
==> run notes <==
The full implementation flow was run.

The run finished with clean final reports. The total number of placement rows stands at 36. The signal arrival time at the worst endpoint stands at 2610 ps.

The placed instance count stands at 588. Of the post-synthesis cell area, the dominant cell type holds 8.68%. The number of antenna violations at the first check in global routing stands at 0. The delay of the slowest critical-path stage stands at approximately 410 ps. By area the synthesized netlist is led by sky130_fd_sc_hd__ha_1 (8.7%), sky130_fd_sc_hd__a21oi_1 (7.2%), sky130_fd_sc_hd__o21ai_0 (7.2%), sky130_fd_sc_hd__xnor2_1 (6.1%), sky130_fd_sc_hd__nor2_1 (5.5%). Total power for the finished layout comes to 0.732 mW. The sum of net half-perimeters after detailed placement stands at 6680 um.

sky130_fd_sc_hd__ha_1 takes more of the synthesized area than any other cell. After the flow finishes, the layout carries non-filler instances totaling 613. Of the total power, the share spent switching nets is roughly 46%. In this run, the number of DRC markers left after iteration 0 of detailed routing was between 200 and 300. The total congestion overflow stands at 0.

The post-synthesis cell count from yosys stands at approximately 350. In this run the worst hold path is classified as in2out. The antenna violation net count after detailed routing stands at 0. The worst hold path cell count stands at 5. The worst setup path is captured at an output pin. Per STA, the worst path accumulates the most delay in the family buffers and inverters. The max-slew check reports its worst relative slack as 79.2%. The horizontal die dimension stands at 121 um. The initial cell density of the core stands at a little under a quarter. In the final layout, flip-flops and latches occupy 0 um^2. In this run the full chip footprint comes out at roughly 15000 um^2. The timing report shows that the slowest cell on the worst path is sky130_fd_sc_hd__clkdlybuf4s50_1. The final critical path takes up 99.1% of the cycle. Fill cells in the final layout number just over 900. The final number of setup-violating endpoints stands at 0. The top achievable clock speed stands at 306 MHz.

The hold buffer count at cts stands at 0. The post-synthesis sequential area ratio stands at 0%. After its last routability iteration, the placer logged a weighted congestion of ~1. The number of failing hold endpoints at the final stage stands at 0. The die is 121 um tall. The I/O pin count stands at 38.

The largest fanout of any net on the critical path stands at 5. The depth of the critical timing path with buffers and inverters included stands at 10. The flow reports that sequential cells draw 0% of the design power. The worst setup path is launched from a primary input.

The largest net degree at the start of global routing stands at 24. The slew of the pin with the lowest slew margin stands at around 310 ps. In this run the tool buffered the top-level ports with 38 buffer cells. Combinational logic burns 100.0% of the power.

Power spread over the standard cell area amounts to 181 nW/um^2. The number of iterations in the first detailed-routing pass stands at 5. The internal power of the cells stands at 0.395 mW. Global routing used 12.0% of the available tracks across all layers. The critical path goes through buf_2 > inv_2 > ha_4 > and3b_2 > xnor2_4 > buf_4 > mux2_4 > o221ai_1 > o21ai_1 > clkdlybuf4s50_1. The routed via count divided by cell count stands at 5.23. According to the floorplan report, the placeable core area is 9860 um^2. In this run the layout overhead on the synthesized area is reported as 75.2%. The global-route wire length before repair stands at 15000 um. Per the detail_route report, inserted antenna diodes total 0. In the final report, the number of pins over their slew limit comes to 0. The share of total power in the clock network stands at 0%. The total standard cell area after synthesis stands at 2310 um^2. The tool flagged a number of max-cap violations equal to 0.

The yosys warning tally stands at 1. The data required time reported for the critical path is 2640 ps. The leakage power figure stands at 1.73 nW.

Yosys mapped the design onto around 60 distinct sky130hd cell types. The via count of the first global-routing pass came to between 2000 and 3000. The area recorded from the Yosys report for this design is roughly 2300 um^2. The routed length per placed instance stands at 15.2 um.

The wire length after detailed routing stands at 9340 um. The layout summary lists the proportion of cells stronger than drive strength 1 as 40.8%. The stage-log warning count stands at 46. The critical path contains buffers and inverters numbering 4 combined. The power report puts the net switching power at between 0.3 and 0.4 mW. In this run the mean area of a mapped cell was 6.57 um^2. TritonRoute reported its final design rule violation total as 0. The number of flip-flops and latches stands at 0. The number of clock-tree buffers in the layout stands at 0. Leaving out buffers and inverters, the combinational logic in the layout accounts for 2380 um^2.

The worst IR drop on VDD stands at 0.0000880 V. Setup repair after global routing could not meet its margin everywhere. The final period demand of the worst path stands at 3270 ps. The via total after detailed routing stands at 3207. The number of cells produced by synthesis stands at ~350.

The critical path in this run is classified as in2out.
## layer usage
layer  routed length (um)  GRT usage, %  share of wire (%)
met1                 4470          17.8                 48
met2                 4260          19.3                 46
met3                  576         0.897                6.2
met4                   37         0.528               0.40
met5                    0             0                  0
## what timing repair did
| action | in CTS | in global routing |
|---|---|---|
| pin swaps | 7 | 22 |
| gates cloned | 2 | 2 |
| resized | 57 | 56 |
| buffers inserted | 8 | 14 |
| hold endpoints to repair | 0 | 0 |
| setup endpoints to repair | 31 | 20 |
## cells by family (layout without fill, tap and decap cells)
group,count (synthesis),in the layout,share of synthesized area [%]
AND/OR/NAND/NOR,108,108,21.9
adder cells (fa/ha/maj),17,17,9.11
XOR/XNOR,24,24,12.5
multiplexers,17,17,7.81
AND-OR/OR-AND,134,134,38.1
buffers and inverters,51,180,10.6
## final cells by class
| type | instances | share of cell area, % |
|---|---|---|
| timing repair buffer | 169 | 35.8 |
| multi-input combinational | 300 | 58.9 |
| inverter | 11 | 1.15 |
| tap | 133 | 4.12 |
## final timing paths
check	end	slack [ps]	start
worst min-delay path	data_out[23]	2010	address[1]
worst max-delay path	data_out[31]	30	address[0]
## metrics by stage
stage	area, um^2	TNS, ps	setup WS (ps)	util [%]	hold slack [ps]
2_1_floorplan	2310	0	75.6	-	1590
3_3_place_gp	3460	-13270	-644	35.1	2450
3_5_place_dp	3460	-14130	-692	35.1	2460
4_1_cts	3680	-37.5	-23.8	37.3	2070
5_1_grt	4040	-177	-52.0	41.0	2080
6_report	4040	0	31.3	41.0	2010
## power groups by stage
stage	clock [mW]	sequential (mW)	combinational, mW
4_1_cts	0	0	0.670
5_1_grt	0	0	0.796
6_report	0	0	0.732
## cell usage after synthesis, drive strengths merged, types with 5 or more instances
master  count
nor2b       5
a211oi      5
xnor2      20
mux2        5
o211ai      6
mux2i      12
ha         16
nor2       34
o22ai       5
nand2      25
clkbuf     19
a32oi       6
nand3      12
buf        21
o21ai      35
a21oi      34
inv        10
nor3       15
nand4       6
a31oi       9
## placed cells by master, fill, tap and decap left out, types with 3 or more instances in the layout
| cell type | synthesis | final |
|---|---|---|
| sky130_fd_sc_hd__mux2_4 | 1 | 3 |
| sky130_fd_sc_hd__buf_6 | 3 | 14 |
| sky130_fd_sc_hd__inv_1 | 7 | 5 |
| sky130_fd_sc_hd__ha_4 | 0 | 4 |
| sky130_fd_sc_hd__inv_2 | 3 | 3 |
| sky130_fd_sc_hd__nor2_2 | 0 | 4 |
| sky130_fd_sc_hd__dlygate4sd2_1 | 0 | 5 |
| sky130_fd_sc_hd__clkdlybuf4s50_1 | 0 | 21 |
| sky130_fd_sc_hd__nand4_1 | 6 | 6 |
| sky130_fd_sc_hd__nand2b_1 | 4 | 4 |
| sky130_fd_sc_hd__xnor2_4 | 1 | 6 |
| sky130_fd_sc_hd__xnor2_2 | 3 | 6 |
| sky130_fd_sc_hd__mux2i_1 | 12 | 12 |
| sky130_fd_sc_hd__buf_4 | 3 | 112 |
| sky130_fd_sc_hd__o21ai_0 | 33 | 29 |
| sky130_fd_sc_hd__nor2_1 | 34 | 29 |
| sky130_fd_sc_hd__dlymetal6s2s_1 | 0 | 7 |
| sky130_fd_sc_hd__nand3_1 | 12 | 10 |
| sky130_fd_sc_hd__o311a_1 | 3 | 3 |
| sky130_fd_sc_hd__nor3_2 | 1 | 4 |
| sky130_fd_sc_hd__a31oi_1 | 9 | 9 |
| sky130_fd_sc_hd__a22oi_1 | 4 | 4 |
| sky130_fd_sc_hd__o22ai_1 | 5 | 3 |
| sky130_fd_sc_hd__a21oi_1 | 33 | 30 |
| sky130_fd_sc_hd__nor3_1 | 14 | 11 |
| sky130_fd_sc_hd__xnor2_1 | 16 | 8 |
| sky130_fd_sc_hd__o21ai_1 | 2 | 6 |
| sky130_fd_sc_hd__a221oi_1 | 4 | 3 |
| sky130_fd_sc_hd__ha_1 | 16 | 10 |
| sky130_fd_sc_hd__a211oi_1 | 5 | 3 |
| sky130_fd_sc_hd__nor2b_1 | 5 | 4 |
| sky130_fd_sc_hd__o211ai_1 | 6 | 6 |
| sky130_fd_sc_hd__a32oi_1 | 6 | 5 |
| sky130_fd_sc_hd__nand2_1 | 25 | 24 |
| sky130_fd_sc_hd__o2111ai_1 | 3 | 3 |
| sky130_fd_sc_hd__a21oi_2 | 0 | 3 |
No activity file was given, so power comes from the tool's default toggle rates.
